File: ./run.sh
#!/bin/bash
# OpenROAD 26Q1-2900-gdf79404cd8, Yosys 0.63+post, stock flow scripts
make -C /OpenROAD-flow-scripts/flow DESIGN_CONFIG=/design/flow/config.mk WORK_HOME=/design/flow/orfs finish
File: ./config.mk
export PLATFORM = sky130hd
export DESIGN_NAME = debounce
export DESIGN_NICKNAME = debounce
export VERILOG_FILES = /design/flow/design.v
export SDC_FILE = /design/flow/constraint.sdc
export NUM_CORES = 4
export LEC_CHECK = 1
export CORE_AREA = 10 10 104 104
export DIE_AREA = 0 0 114 114
File: ./constraint.sdc
current_design debounce

set clk_period 3.8
set clk_io_pct 0.2

create_clock -name clk0 -period $clk_period [get_ports {clk}]

set non_clock_inputs [all_inputs -no_clocks]
set_input_delay [expr $clk_period * $clk_io_pct] -clock clk0 $non_clock_inputs
set_output_delay [expr $clk_period * $clk_io_pct] -clock clk0 [all_outputs]
File: ./design.v
`timescale 1ns / 1ps
module debounce(input clk, 
				input i, 
				output o);
	reg unsigned [23:0]c = {24{1'b0}};   
    reg out_temp = 0; 				    
    always @(posedge clk)
    	begin
        if(i == 0)
        	begin
            if(c == 24'hFFFFFF)
                out_temp <= 1'b1;   
            else
                out_temp <= 1'b0;   
            c <= c+1'b1;            
        	end
        else 
        	begin
            c <= {24{1'b0}};        
            out_temp <= 1'b0; 
        	end
    	end
    assign o = out_temp;
endmodule
==> results.yml <==
# flow metrics
die:
  die-area_sq_um: 13000
  coreArea_sq_um: 8680
  die_y_um: 114
  fp_util_pct: 12.5
  io_pins: 3
  die_x_um: 114
  rows: 34
final_timing:
  hold_violations: 0
  skew_ns: 0.00292
  timing.final.ws_setup_ns: 1.68
  hold_ws_ns: 0.480
  tns_ns: 0
  slew_headroom_pct: 74.8
  worstMarginPinSlew_ns: 0.374
  drv_slew: 0
  period_minus_slack_ns: 2.12
  setup_viol: 0
  fmax_mhz: 471
  rsz0062_at_grt: "no"
  final.period_utilization_pct: 55.8
logic_synthesis:
  top_cells_by_count: "25 x dfxtp_1, 14 x nor2_1, 10 x a21oi_1, 10 x xnor2_1"
  syn_area_per_cell_sq_um: 8.58
  synth_cell_types: 23
  ys_seq_share_pct: 46.3
  yosys_warnings: 1
  edf_count: 0
  yosys.area.top_type: "dfxtp_1"
  yosysMostFrequentCell: "dfxtp_1"
  yosys_area_sq_um: 1080
  synth_top_area_share_pct: 46.3
  numSynthFlops: 25
  yosys_most_used_dff: "dfxtp_1"
  syn_inst: 126
  synth.area.top_cells: "dfxtp_1 46%, xnor2_1 8.1%, nor2_1 4.9%"
  ys_cells: 126
  synthArstFlopShare_pct: 0
  synth_area_sq_um: 1080
placed_design:
  placed_area_sq_um: 1230
  globalplace.congestion: 0.776
  portBuffers: 2
  numPlacedInstances: 233
  hpwl_um: 1370
  preCtsSetupSlack_ns: 1.68
clocking:
  postCtsSetupBuffers: 0
  clk_pin_slew_worst_paths_ns: 0.08
  cts_max_path_buffers: 2
  clock.latency.late_pin_ns: 0.26
  clock-sinks: 25
  cts_tree: "done"
  cts_buffers: 3
  cts_hold_buf: 0
  cts-root-buf: "clkbuf_8"
  htreeDepth: 1
  post_cts_resized: 0
critical_path:
  cp_max_fo: 8
  path_class: "reg -> reg"
  r2r_start: "c[0]$_SDFF_PP0_"
  timing.rr.end: "c[22]$_SDFF_PP0_"
  critPathCaptureType: "flip-flop"
  rr_worst_depth: 5
  arrival_ns: 2.32
  r2r_slack_ns: 1.68
  critPathLaunchType: "flip-flop"
  cp.required_ns: 4.00
power:
  power_frac_comb_pct: 2.6
  peakVddDrop_mv: 0.125
  p_sw_share_pct: 20.1
  power_mw: 0.430
  p_sw_mw: 0.0864
  internal_power_mw: 0.343
  cellPowerDensity_nw_per_um2: 338
  leakagePower_nw: 0.331
  clkPwrFrac_pct: 35.2
  power_frac_seq_pct: 62.2
detailed_routing:
  drt_iter0_markers: 45
  drtAntennaViolNets: 0
  wl_per_cell_um: 8.16
  drcViolationCount: 0
  avgViaCountPerCell: 3.63
  drt-total-wl_um: 1930
  dr.pass1.iters: 4
  diodes: 0
  dr_total_vias: 860
grt:
  grt_max_degree: 26
  globalRouteTotalUtil_pct: 3.01
  grt_pass1_vias: 765
  antenna_found_initial: 0
  gr-total-overflow: 0
  grt_pass1_wl_um: 3370
final_layout:
  fin_util_pct: 14.7
  final_cell_area_sq_um: 1270
  syn_to_final_growth_pct: 17.7
  stdcell_count: 237
  drive_gt1_share_pct: 3.88
  fill_cells: 985
run:
  warnings: 25
  drv_cap: 0
worst_hold_path:
  whs_path_depth: 1
  hold_path.class: "reg -> reg"
  worst_hold_startpoint: "c[0]$_SDFF_PP0_"
  holdPathEnd: "c[0]$_SDFF_PP0_"
status:
  status: "completed"
-- cell families (layout without fill, tap and decap cells) --
kind of cell               count (synthesis)  count (layout)  synth area share [%]
xor gates and xnor gates                  12              12                  9.72
and+or+nand+nor                           59              59                  29.9
buffers and inverters                      9              12                  3.24
AOI/OAI and AO/OA                         20              20                  9.72
DFF                                       25              25                  46.3
adders and majority gates                  1               1                  1.16
-- final cells by class --
class | instances | area, sq um | share of cell area [%]
multi-input cells | 92 | 546 | 42.9
flip-flops and latches | 25 | 500 | 39.3
well taps | 108 | 135 | 10.6
clock buffers | 4 | 45.0 | 3.54
repair buffers | 3 | 27.5 | 2.16
inverters | 5 | 18.8 | 1.47
-- registers in the layout, summed over array words and instances, names as in the netlist --
signal and flops:
out_temp 1, c 24
-- how the worst max path moves through the flow --
stage / startpoint / end / slack, ns / cells after the start
5_1_grt: c[0]$_SDFF_PP0_ / c[18]$_SDFF_PP0_ / 1.53 / 5
4_1_cts: c[0]$_SDFF_PP0_ / c[22]$_SDFF_PP0_ / 1.67 / 5
6_report: c[0]$_SDFF_PP0_ / c[22]$_SDFF_PP0_ / 1.68 / 5
-- power by group through the flow --
stage	combinational (mW)	clock [mW]	sequential [mW]
4_1_cts	0.0112	0.159	0.268
5_1_grt	0.0131	0.169	0.268
6_report	0.0111	0.151	0.268
-- cells in the final DEF (no fill, tap or decap), types with 5 or more instances in the layout --
cell	instances
nand2_1	6
xnor2_1	10
nand4_1	6
or3_1	8
nand3_1	8
o21ai_0	8
a21oi_1	10
inv_1	5
dfxtp_1	25
nor2_1	14
-- critical path: stages, from the launching register on --
cell and delay (ns):
dfxtp_1 0.39, ha_1 0.24, nand4_2 0.19, or4_1 0.70, or3_1 0.39, a21oi_1 0.15
-- per-layer routing --
metal	vias up	part of all wire, %	track usage, %
met3	4	6.2	1.44
met4	0	0.57	0.167
li1	463	-	-
met2	10	41	4.29
met5	-	0	0
met1	383	52	4.25
Power is estimated from default activity; no workload was simulated.
