File: flow/constraint.sdc
current_design uart_control_signals

set clk_period 6.0
set clk_io_pct 0.2

create_clock -name clk0 -period $clk_period [get_ports {clk}]

set non_clock_inputs [all_inputs -no_clocks]
set_input_delay [expr $clk_period * $clk_io_pct] -clock clk0 $non_clock_inputs
set_output_delay [expr $clk_period * $clk_io_pct] -clock clk0 [all_outputs]
File: flow/design.v
module uart_control_signals(input clk,
                    input [2:0]output_value,
                    output [7:0]transmit_output,
                    output [2:0]led_transmit,
                    input rxrdy,
                    input [7:0]input_data,
                    output [31:0]receive_input,
                    output start,
                    input reset_decrypt,
                    input finish,
                    input ready,
                    output wen,
                    output start_dec,
                    output oen,
                    output [12:0]baud_val,
                    output [2:0]baud_val_frac,
                    output reset_n,
                    input button);
reg [2:0] wait_counter = 0;
reg reset_n_reg = 1;
reg initial_reset = 0;
reg oen_reg = 1;
reg [31:0]input_data_reg = 0;
reg [31:0]packet_data_reg = 0;                            
reg [1:0]counter_4 = 0;
reg start_reg = 0;
reg wen_reg = 1;
reg start_dec_reg = 0;
reg [2:0]transmit_output_reg=7; 
assign reset_n = reset_n_reg;
assign baud_val = 13'd26;
assign baud_val_frac = 3'b001;
assign oen = oen_reg;
assign start_dec = start_dec_reg;
assign wen = wen_reg;
assign start = start_reg;                          
assign transmit_output = {5'b0,transmit_output_reg};  
assign led_transmit = transmit_output_reg;
assign receive_input = input_data_reg;
always @ (posedge clk)
begin
    if (button)
    begin
        wait_counter <= 0;
        reset_n_reg <= 1;
        initial_reset <= 0;
        oen_reg <= 1;
        input_data_reg <= 0;
        packet_data_reg <= 0;                            
        counter_4 <= 0;
        start_reg <= 0;
        wen_reg <= 1;
        start_dec_reg <= 0;
        transmit_output_reg <= 7; 
    end
    else
    begin
        if (initial_reset == 0)
        begin
            reset_n_reg <= 0;
            initial_reset <= 1;
        end
        else
        begin
            reset_n_reg <= 1;
        end
        if (rxrdy && oen_reg)
        begin
            if (counter_4 == 2'd3)
            begin
                input_data_reg <= {packet_data_reg[23:0],input_data};
                counter_4 <= 0;
                start_dec_reg <= 1;
            end
            else
            begin
                counter_4 <= counter_4 + 1;
                packet_data_reg[7:0] <= input_data;   
                packet_data_reg[15:8] <= packet_data_reg[7:0];
                packet_data_reg[23:16] <= packet_data_reg[15:8];
                packet_data_reg[31:24] <= packet_data_reg[23:16];
            end
            oen_reg <= 0;
            wait_counter <= 0;
        end
        else
        begin
            start_dec_reg <= 0;
            if (wait_counter == 3)
            begin
                oen_reg <= 1;
                wait_counter <= 3;
            end
            else
            begin
                wait_counter <= wait_counter+1;
                oen_reg <= 0;
            end
        end
        if (reset_decrypt)
        begin
            start_reg <= 1'b1;
        end
        if (ready == 0)
        begin
            start_reg <= 1'b0;
        end
        if(finish)
        begin
            transmit_output_reg <= output_value;
            wen_reg <= 0;
        end
        else
        begin
            wen_reg <= 1;
        end
    end
end
endmodule
File: flow/config.mk
export PLATFORM = sky130hd
export DESIGN_NAME = uart_control_signals
export DESIGN_NICKNAME = uart_control_signals
export VERILOG_FILES = /design/flow/design.v
export SDC_FILE = /design/flow/constraint.sdc
export NUM_CORES = 4
export LEC_CHECK = 1
export CORE_UTILIZATION = 40
File: flow/run.sh
#!/bin/bash
# OpenROAD 26Q1-2900-gdf79404cd8, Yosys 0.63+post, stock flow scripts
make -C /OpenROAD-flow-scripts/flow DESIGN_CONFIG=/design/flow/config.mk WORK_HOME=/design/flow/orfs finish
==> flow_metrics.tcl <==
# collected from the flow reports
set metrics [dict create \
    power.internal_uw 776 \
    seqPwrFrac_pct 49.4 \
    first_iter_violations 78 \
    ys_ff 70 \
    yosys_most_used_dff "dfxtp_1" \
    cts_sinks 70 \
    end_kind "output port" \
    logic_area_um2 1280 \
    die_h_um 87.3 \
    ys_cells 266 \
    worstMarginPinSlew_ps 541 \
    ctsResizeCount 0 \
    wl_um 4760 \
    fp_util_pct 42.1 \
    netlist_area_um2 2910 \
    p_leak_uw 0.00160 \
    holdWs_ps 412 \
    drc_errors 0 \
    clockPowerShare_pct 44.8 \
    portBuffers 59 \
    clkLatencyLatePin_ps 330 \
    post-cts-setup-buffer-count 0 \
    finalSetupViolCount 0 \
    grt_max_degree 72 \
    gp_congestion 0.726 \
    cap_violations 0 \
    grt_usage_pct 13.5 \
    ys_area_um2 2910 \
    cts_buffers 9 \
    slowest_stage "clkdlybuf4s50_1" \
    cp_slowest_stage_delay_ps 540 \
    cts_tree "yes" \
    postCtsHoldBufs 0 \
    viasPerCell 4.35 \
    crit_family "buffers and inverters" \
    diodes 0 \
    warnings 26 \
    synth-async-reset-ratio_pct 0 \
    cts.clk_slew.worst_paths_ps 70 \
    core_area_um2 6910 \
    yosysWarnings 1 \
    combPwrFrac_pct 5.8 \
    ys_types 29 \
    seq_area_um2 1400 \
    min_period_ps 2610 \
    crit_arrival_ps 1410 \
    slew_headroom_pct 63.9 \
    place_hpwl_um 3040 \
    worstSetupPathType "flop to output port" \
    syn_avg_cell_area_um2 10.9 \
    chip_area_um2 7620 \
    peakVddDrop_mv 0.165 \
    skew_ps 5.37 \
    layout-drive-gt1-share_pct 6.83 \
    slew_viol_final 0 \
    post_drt_wl_per_cell_um 11.4 \
    synth-edff-count 0 \
    hp-class "flop to flop" \
    fin_crit_sh_pct 43.4 \
    grt_pass1_wl_um 7910 \
    num_io_pins 81 \
    rsz0062_at_grt "no" \
    cts.htree.levels 3 \
    worstPathCellList "clkdlybuf4s50_1" \
    crit_required_ps 4800 \
    area_growth_syn_to_layout_pct 25.5 \
    antenna_found_initial 0 \
    setup-tns-final_ps 0 \
    crit_fanout 12 \
    switching_power_uw 193 \
    start_kind "flop" \
    cp_num_buf_inv 1 \
    overflow 0 \
    power_density_nw_per_um2 265 \
    dr.pass1.iters 4 \
    fmax_ghz 0.384 \
    status "finished clean" \
    grt_pass1_vias 1645 \
    dr_total_vias 1820 \
    cts.path.max_buffers 2 \
    fillerInstances 638 \
    die_w_um 87.3 \
    hold_violations 0 \
    rows 30 \
    swShare_pct 19.9 \
    largest_reg_flops 32 \
    cts_root_buf "clkbuf_8" \
    yosysSeqAreaShare_pct 48.2 \
    ant_nets 0 \
    syn_inst 266 \
]
per-layer routing:
metal,vias to the layer above,GRT usage (%),wire [um]
li1,934,-,-
met1,828,20.2,2350
met2,53,19.5,2030
met3,5,5.58,311
met4,0,1.64,70
met5,-,0,0
per-stage QoR:
step                      cells  util [%]  setup WS [ps]  total power [uW]  area (um^2)
after global routing        418      52.9           3250              1010         3650
final                       418      52.9           3390               968         3650
after floorplan             285         -           4040               535         2980
after CTS                   418      52.9           3370               983         3650
after detailed placement    402      49.5           3280               546         3420
after global placement      402      49.5           3300               546         3420
layout by cell type, fill, tap and decap left out, drive strengths merged:
cell and n:
dfxtp 70, nand2b 64, mux2i 59, clkdlybuf4s50 58, conb 21, clkbuf 13
nand2 5, ha 4, buf 4, inv 3, o211a 2, bufinv 2
nand3 2, and3 1, and3b 1, nand3b 1, nor4bb 1, a21boi 1
o21a 1, nor2 1, nor3 1, a2111oi 1, or2 1, a21o 1
a21bo 1, a21oi 1, a221oi 1, clkinv 1
power by group through the flow:
stage / clock network (uW) / registers (uW) / logic (uW)
4_1_cts: 447 / 479 / 57.1
5_1_grt: 470 / 480 / 62.3
6_report: 433 / 479 / 56.2
logic make-up after synthesis:
group | synth area share (%)
compound gates | 2.62
fa+ha+maj | 1.72
buf+inv | 10.4
flops | 48.2
mux | 20.3
other cells | 0.258
simple gates | 16.6
layout make-up:
type | instances | share of cell area, %
Sequential cell | 70 | 38.4
Multi-Input combinational cell | 171 | 35.0
Timing Repair Buffer | 62 | 16.6
Clock buffer | 13 | 4.62
Tap cell | 96 | 3.29
Clock inverter | 3 | 1.78
Inverter | 3 | 0.308
path summary, 6_finish.rpt:
check / to / slack [ps] / cells after the start / start
min reg2reg: reset_n_reg / 410 / 1 / initial_reset
min: reset_n_reg / 410 / 1 / initial_reset
max reg2reg: packet_data_reg[9] / 4540 / 4 / counter_4[0]
max: oen / 3390 / 1 / oen_reg
synth_stat cells, types with 2 or more instances:
| master | n | area (um^2) |
|---|---|---|
| buf_2 | 2 | 10.0 |
| mux2i_1 | 59 | 591 |
| buf_4 | 26 | 195 |
| nand2b_1 | 64 | 400 |
| dfxtp_1 | 70 | 1400 |
| inv_1 | 2 | 7.51 |
| buf_6 | 5 | 56.3 |
| nand2_1 | 5 | 18.8 |
| clkbuf_1 | 8 | 30.0 |
| o211a_1 | 2 | 20.0 |
| conb_1 | 2 | 7.51 |
| ha_1 | 4 | 50.1 |
Power is estimated from default activity; no workload was simulated.
