**design/flow/design.v**
```verilog
`timescale 1ns / 1ps
module FSM #(parameter DATAW=10)
           (input clk,
           input  income,
           input [(2*DATAW-1):0] Data,
           input [(4*DATAW-1):0] Key,
           output reg [(DATAW-1):0]keyout,
           output reg [(DATAW-1):0]dataout,
           output reg dctr,
           output reg kctr,
           output reg save,
           output reg set,
           output reg lfsrset);
parameter s1 = 2'b00;
parameter s2 = 2'b01;
parameter s3 = 2'b10;
parameter s4 = 2'b11;
reg [4:0] cycle_counter=0;
reg [1:0] state = s1;
always @(posedge clk)
begin
case (state)
    s1 : begin
       save<=1'b0;
       if (income)
       begin
          keyout <= Key[DATAW-1:0];
          state <= s2;
          dctr <= 1'b0;
          kctr <= 1'b1;
          set <=0;
          lfsrset<=1;
       end 
       else set <=1; 
    end
    s2 : begin
            cycle_counter <= cycle_counter + 1'b1;
        if(cycle_counter ==0)
        begin
            keyout <= Key[2*DATAW-1:DATAW];
        end
        if(cycle_counter ==1)
        begin
            keyout <= Key[3*DATAW-1:2*DATAW];
            dataout <= Data[DATAW-1:0];
            state <= s3;
            cycle_counter <= 0;
            dctr <= 1'b1;
            kctr <=1'b1;
            save <= 1'b0;
            set <=0;
        end
    end
    s3 : begin
            cycle_counter <= cycle_counter + 1'b1;
        if(cycle_counter ==0)
        begin
            dataout <= Data[2*DATAW-1:DATAW];
            keyout <= Key[4*DATAW-1:3*DATAW]; 
        end
        if(cycle_counter ==1)
        begin
            dataout <= Data[2*DATAW-1:DATAW];
            keyout <= Key[4*DATAW-1:3*DATAW];
            state <= s4;
            dctr <= 1'b0;
            kctr <=1'b0;
            set <=0;
            save<=0;
            cycle_counter <= 0;
            lfsrset<=0;
        end
    end
    s4 : begin
            cycle_counter <= cycle_counter + 1'b1;
        if(cycle_counter ==30)
        begin
            cycle_counter <= 0;
            save <=1'b1;
            lfsrset<=1;
            if (income)
            begin
                state <= s2;
                dctr <= 1'b0;
                kctr <= 1'b1;
                keyout <= Key[DATAW-1:0];
                set <=0;
            end
            else begin
                state <= s1;
                set <= 1;
                dctr <= 1'b0;
                kctr <= 1'b0;
            end
        end
    end
endcase
end  
endmodule
`timescale 1ns / 1ps
module LFSR53(input clk,
            input set,
            output out);
wire r1,r2,r3,r4,r5;
reg reset = 0;
reg1b reg1(.clk(clk),
           .in(r1),
           .out(r2),
           .reset(set),
           .set(reset));   
reg1b reg2(.clk(clk),
           .in(r2),
           .out(r3),
           .reset(reset),
           .set(set));
reg1b reg3(.clk(clk),
           .in(r3),
           .out(r4),
           .reset(reset),
           .set(set));
reg1b reg4(.clk(clk),
           .in(r4),
           .out(r5),
           .reset(set),
           .set(reset));
reg1b reg5(.clk(clk),
           .in(r5),
           .out(out),
           .reset(set),
           .set(reset));
assign r1 = (r4) ^ (out);
endmodule
`timescale 1ns / 1ps
module REG #(parameter DATAW=10)
            (input clk,
             input reset,
             input [DATAW-1:0]in,
             output reg [DATAW-1:0]out);
always @(posedge clk)
begin
    if (reset)
    begin
        out <= 0;
    end
    else
    begin
        out <= in;
    end
end
endmodule
`timescale 1ns / 1ps
module decrypt #(parameter DATAW = 16)
                (input [DATAW-1:0]data,
                input [DATAW-1:0]C,
                input dctr,
                input clk,
                input reset,
                output [DATAW-1:0]out,
                output[DATAW-1:0]data1);
wire [DATAW-1:0]w1,w4;
assign w1 = (dctr)?(data):(w4);
REG #(.DATAW(DATAW)) 
    rega(.clk(clk),
         .in(w1),
         .out(data1),
         .reset(reset));
REG #(.DATAW(DATAW)) 
    regb(.clk(clk),
         .in(data1),
         .out(out),
         .reset(reset));
round #(.DATAW(DATAW)) 
    roundd(.L(data1),
           .R(out),
           .C(C),
           .out(w4));
endmodule
`timescale 1ns / 1ps
module decrypter #(parameter DATAW = 16)
                  (input clk,
                   input [DATAW-1:0] cipherdata,
                   input [DATAW-1:0] key,
                   input reset,
                   input dctr,
                   input kctr,
                   input save,
                   input lfsrset,
                   output reg [(2*DATAW-1):0]plaindata);
wire w3;
parameter num = 2**(DATAW)-4;
wire [(DATAW-1):0]data1,data2,w2,keyout;
assign w2 = num ^ w3;
always  @(posedge save)
begin
     plaindata[DATAW-1:0] <= data1;
     plaindata[(2*DATAW-1):DATAW] <= data2;
end
decrypt #(.DATAW(DATAW))
       dec1(.data(cipherdata),
            .C(keyout),
            .dctr(dctr),
            .clk(clk),
            .reset(reset),
            .out(data2),
            .data1(data1));
keydegen #(.DATAW(DATAW))
    enckey(.key(key),
           .k(w2),
           .kctr(kctr),
           .clk(clk),
           .reset(reset),
           .out(keyout));
 LFSR53 enclfsr(.set(lfsrset),
              .clk(clk),
              .out(w3));
endmodule
`timescale 1ns / 1ps
module decryption_top 
           (input clk,
           input [31:0] data_in,
           input income,
           output f0,
           output f1,
           output f2,
           output f3,
           output f4,
           output [9:0]f5,
           output [9:0]f6,
           output [6:0]f7,
           output save);
reg [63:0] masterkey = 64'h9c18a4b3d408eeb7;
wire kctr,dctr,set,lfsrset;
wire [15:0]distkey,distdata;
reg counter = 0;
FSM #(.DATAW(16))
    fsmdec(.clk(clk),
           .dctr(dctr),
           .kctr(kctr),
           .save(save),
           .set(set),
           .lfsrset(lfsrset),
           .Data(data_in),
           .Key(masterkey),
           .income(income),
           .dataout(distdata),
           .keyout(distkey));
decrypter #(.DATAW(16))
        dec(.clk(clk),
            .reset(set),
            .dctr(dctr),
            .kctr(kctr),
            .lfsrset(lfsrset),
            .plaindata({f0,f1,f2,f3,f4,f5,f6,f7}),
            .cipherdata(distdata),
            .key(distkey),
            .save(save));
endmodule
`timescale 1ns / 1ps
module keydegen #(parameter DATAW = 10)
               (input [(DATAW-1):0]key,
                input [(DATAW-1):0]k,
                output [(DATAW-1):0]out,
                input kctr,
                input clk,
                input reset
                );
wire [(DATAW-1):0] w1,w2,w3,w4,w5;
assign w5 = kctr?key:w4;
REG #(.DATAW(DATAW)) 
    rega(.clk(clk),
         .in(w5),
         .out(out),
         .reset(reset));
REG #(.DATAW(DATAW)) 
    regb(.clk(clk),
         .in(out),
         .out(w1),
         .reset(reset));
REG #(.DATAW(DATAW)) 
    regr(.clk(clk),
         .in(w1),
         .out(w2),
         .reset(reset));
REG #(.DATAW(DATAW)) 
    reg1(.clk(clk),
         .in(w2),
         .out(w3),
         .reset(reset));
round #(.DATAW(DATAW)) 
    roundk(.L(out),
           .R(w3),
           .C(k),
           .out(w4));
endmodule
`timescale 1ns / 1ps
module lshift #(parameter DATAW=10, SHIFT = 5)
              (input [DATAW-1:0]in,
               output [DATAW-1:0]out);
assign out[(DATAW-1):SHIFT] = in[(DATAW-SHIFT-1):0];
assign out[(SHIFT-1):0]= in[(DATAW-1):(DATAW-SHIFT)];
endmodule
`timescale 1ns / 1ps
module reg1b (clk,in,out,reset,set);
input clk,reset,set;
input in;
output reg out;
always @(posedge clk)
begin
    if (reset)
    begin
         out <= 0;
    end
    else if (set)
    begin
         out <= 1;
    end
    else 
    begin
        out <= in;
    end
end
endmodule
`timescale 1ns / 1ps
module round #(parameter DATAW=10)
              (input [(DATAW-1):0]L,
               input [(DATAW-1):0]R,
               input [(DATAW-1):0]C,
               output [(DATAW-1):0]out);
wire [(DATAW-1):0]w1,w2,w3,w4,w5;
lshift#(.DATAW(DATAW),
         .SHIFT(5)) 
  shift5(.in(L),
         .out(w1));
lshift #(.DATAW(DATAW),
         .SHIFT(1)) 
  shift1(.in(L),
         .out(w2));
assign w3 = L & w1;
assign w4 = R ^ w3;
assign w5 = w2 ^ w4;
assign out = C ^ w5;
endmodule
```
**design/flow/run.sh**
```bash
#!/bin/bash
# OpenROAD 26Q1-2900-gdf79404cd8, Yosys 0.63+post, stock flow scripts
make -C /OpenROAD-flow-scripts/flow DESIGN_CONFIG=/design/flow/config.mk WORK_HOME=/design/flow/orfs finish
```
**design/flow/config.mk**
```make
export PLATFORM = sky130hd
export DESIGN_NAME = decryption_top
export DESIGN_NICKNAME = decryption_top
export VERILOG_FILES = /design/flow/design.v
export SDC_FILE = /design/flow/constraint.sdc
export NUM_CORES = 4
export LEC_CHECK = 1
export CORE_UTILIZATION = 30
```
**design/flow/constraint.sdc**
```tcl
current_design decryption_top

set clk_period 5.4
set clk_io_pct 0.2

create_clock -name clk0 -period $clk_period [get_ports {clk}]

set non_clock_inputs [all_inputs -no_clocks]
set_input_delay [expr $clk_period * $clk_io_pct] -clock clk0 $non_clock_inputs
set_output_delay [expr $clk_period * $clk_io_pct] -clock clk0 [all_outputs]
```
==> GITHUB_STEP_SUMMARY <==
### Yosys + OpenROAD results

| Metric | Value |
|---|---|
| Core ar. | `19700 um^2` |
| Top cells by area | `dfxtp_1 (44%), edfxtp_1 (17%), nor2b_1 (6.9%), xnor3_1 (6.3%), xor2_1 (4.6%)` |
| Worst-skew pair later-pin latency | `0.40 ns` |
| Antenna-violating nets left | `0` |
| Endpoints left unconstrained | `roughly 64` |
| Pwr dens | `around 640 nW/um^2` |
| Post-Route Utilization | `between 30% and 40%` |
| Clock Path Buffers | `2` |
| Initial antenna violation count | `0` |
| Diodes inserted | `0` |
| HP Class | `flop to flop` |
| Post-CTS Resized | `0` |
| Global-route wire length before repair | `17900 um` |
| Final Hold Vio Count | `0` |
| Place WS | `2.84 ns` |
| Yosys chip area | `roughly 6100 um^2` |
| Worst Clk Skew | `roughly 0.0059 ns` |
| Post-CTS Hold Buffers | `0` |
| LEAKAGE | `0.00323 uW` |
| Number of cells in Yosys stat | `499` |
| # rows | `between 50 and 60` |
| Area leader, netlist | `dfxtp_1` |
| DIE WIDTH | `between 100 and 150 um` |
| Setup crit start kind | `flop` |
| Iteration-0 DRC Markers | `120` |
| Pre-antenna DRT Iters | `4` |
| Largest type area fraction | `a little over two fifths` |
| Post-DP HPWL | `7610 um` |
| Fill cells | `roughly 1900` |
| Synthesis warning total | `6` |
| Post-synthesis cell area | `a little over 6000 um^2` |
| Init Core Util | `a little under a third` |
| Count of unclocked register or latch pins | `32` |
| Synth top cells by count | `dfxtp_1 (133), nor2b_1 (67), nand2_1 (37)` |
| Synth Seq Share | `between 60% and 70%` |
| Max IR drop VDD | `between 0.3 and 0.4 mV` |
| Setup TNS | `0 ns` |
| RSZ-0062 raised after global routing | `false` |
| Post-DR wirelength/cell | `12.9 um` |
| Fin. max-slew vios | `0` |
| DR vias/cell | `approximately 4` |
| Commonest flop | `dfxtp_1` |
| Vias in the first global route | `~3500` |
| Crit-path max FO | `33` |
| Crit path DAT | `between 1.5 and 2 ns` |
| Routed WL | `10900 um` |
| #FFs+latches synth | `167` |
| CTS tree | `yes` |
| Mean post-synth cell area | `about 12 um^2` |
| Log Warnings | `33` |
| GRT Total Usage | `between 10% and 20%` |
| Max-Cap Viols | `0` |
| Max Fclk | `0.387 GHz` |
| Slew @ Worst Pin | `~0.83 ns` |
| IO Pins | `~67` |
| Status | `complete, no violations` |
| Share of cells above drive strength 1 | `9.40%` |
| Die Span Y | `between 100 and 150 um` |
| Max transition margin | `between 40 and 50%` |
| CP required | `between 4 and 5 ns` |
| Root buffer cell | `clkbuf_16` |
| Worst-path clk slew | `~0.05 ns` |
| Ys async rst share | `0%` |
| Critical path type | `flop to output port` |
| Final Setup Violations | `0` |
| Final WS setup | `~2.8 ns` |
| Synth unique cells | `34` |
| Via total after detailed routing | `approximately 3500` |
| Min cycle time layout | `between 2 and 3 ns` |
| Max H-tree Level | `4` |
| Routability cong. | `0.835` |
| Global route total overflow | `0` |
| Residual DRC | `0` |
| Crit end category | `output port` |
| # port buffers | `66` |
| Layout overhead on the synthesized area | `25.2%` |
| Largest net degree at the start of global routing | `49` |
| Num CTS Buffers | `17` |
| Post-CTS Setup Inserts | `0` |
| Period utilisation layout | `47.9%` |
| Die Area | `between 20000 and 25000 um^2` |
| Yosys top cell by instances | `dfxtp_1` |
| Cells after synthesis | `499` |
| Count of flip-flops with a built-in enable after synthesis | `34` |
==> final cells by class <==
cell class                 instances  area, um^2  share of cell area (%)
clock buffer                      22         454                    5.96
clock inverter                    10         126                    1.66
inverter                          27         101                    1.33
multi-input combinational        288        2230                    29.2
sequential                       167        3680                    48.3
tap                              265         332                    4.35
timing repair buffer              71         698                    9.16
==> worst max-delay path: stages, from the launching register on <==
cell             delay, ns
edfxtp_1              0.31
buf_4                 0.27
clkdlybuf4s50_1       0.51
==> state kept, by name, indices dropped and copies added, names as in the netlist <==
| register | flops |
|---|---|
| fsmdec.state | 2 |
| fsmdec.kctr | 1 |
| dec.enckey.rega.out | 16 |
| dec.enckey.regr.out | 16 |
| dec.enclfsr.reg1.out | 1 |
| dec.enclfsr.reg4.out | 1 |
| dec.enclfsr.reg2.out | 1 |
| fsmdec.dataout | 16 |
| dec.dec1.regb.out | 16 |
| dec.enclfsr.reg5.out | 1 |
| fsmdec.save | 1 |
| dec.plaindata | 32 |
| fsmdec.lfsrset | 1 |
| dec.enckey.reg1.out | 16 |
| dec.dec1.rega.out | 16 |
| dec.enckey.regb.out | 16 |
| fsmdec.dctr | 1 |
| fsmdec.keyout | 6 |
| dec.enclfsr.reg3.out | 1 |
| fsmdec.cycle_counter | 5 |
| fsmdec.set | 1 |
==> cells in the final DEF (no fill, tap or decap), types with 3 or more instances in the layout <==
master           count
a211oi_1             3
a21oi_1             21
buf_4                5
bufinv_16            3
clkbuf_1             4
clkbuf_16           17
clkdlybuf4s50_1     66
clkinv_2             6
dfxtp_1            133
edfxtp_1            34
ha_1                10
inv_1               27
mux2_2              16
nand2_1             37
nand3_1              4
nor2_1              17
nor2b_1             67
o21a_1              16
o21ai_0             13
or2_2                3
xnor2_1             19
xnor3_1             17
xor2_1              32
==> metal layers <==
metal	up-vias	GRT usage [%]	routed length, um
met2	83	16.3	4590
met1	1632	18.3	5590
met5	-	0	0
met3	6	3.47	657
met4	0	1.16	100
li1	1778	-	-
==> power breakdown <==
| group | internal [uW] | switching, uW | total [uW] |
|---|---|---|---|
| sequential | 1740 | 345 | 2090 |
| clock | 733 | 400 | 1130 |
| combinational | 882 | 800 | 1680 |
| total | 3360 | 1550 | 4910 |
==> worst paths after layout <==
check | from | end | slack, ns | cells after the start
max | fsmdec.save | save | 2.81 | 2
min | dec.enclfsr.reg1.out | dec.enclfsr.reg2.out | 0.41 | 1
max reg2reg | fsmdec.cycle_counter[1] | fsmdec.dataout[9] | 2.90 | 5
min reg2reg | dec.enclfsr.reg1.out | dec.enclfsr.reg2.out | 0.41 | 1
==> metrics by stage <==
step	area (um^2)	hold slack, ns	power (uW)	std cells
floorplan	6090	0.389	3280	499
global placement	7040	0.399	3750	818
detailed placement	7040	0.394	3790	818
CTS	7620	0.408	4950	850
global route	7620	0.413	5230	850
finish	7620	0.406	4910	850
==> cell families (layout without fill, tap and decap cells) <==
| kind of cell | count (synthesis) | in the layout | synth area share [%] |
|---|---|---|---|
| AND-OR/OR-AND | 59 | 59 | 5.94 |
| buffers and inverters | 44 | 130 | 2.90 |
| multiplexers | 17 | 17 | 3.33 |
| AND/OR/NAND/NOR | 134 | 134 | 11.6 |
| flip-flops | 167 | 167 | 60.5 |
| XOR/XNOR | 68 | 68 | 13.6 |
| adder cells (fa/ha/maj) | 10 | 10 | 2.06 |
Power figures rest on the tool's default switching activity, not on a simulated workload.
